## config.mk

```make
export PLATFORM = sky130hd
export DESIGN_NAME = gen_sdram_adapter
export DESIGN_NICKNAME = gen_sdram_adapter
export VERILOG_FILES = /design/flow/design.v
export SDC_FILE = /design/flow/constraint.sdc
export NUM_CORES = 4
export LEC_CHECK = 1
export CORE_UTILIZATION = 30
```

## constraint.sdc

```tcl
current_design gen_sdram_adapter

set clk_period 6.5
set clk_io_pct 0.2

create_clock -name clk0 -period $clk_period [get_ports {iclk_50}]

set non_clock_inputs [all_inputs -no_clocks]
set_input_delay [expr $clk_period * $clk_io_pct] -clock clk0 $non_clock_inputs
set_output_delay [expr $clk_period * $clk_io_pct] -clock clk0 [all_outputs]
```

## design.v

```verilog
module gen_sdram_adapter(
    input           iclk_50,
    input           ireset,
    output          oreq,
    output  [21:0]  oaddress,
    output [127:0]  odata,
    input           iack,
    input    [9:0]  i_current_x,
    input    [9:0]  i_current_y,
    input           i_active_d,
    input    [3:0]  i_red,
    input    [3:0]  i_green,
    input    [3:0]  i_blue
);
parameter PIXEL_SIZE = 4;
parameter CACHE_LENGTH = 128 / PIXEL_SIZE;
reg     [9:0]   state           = 10'b0000000001;
reg     [9:0]   next_state      = 10'b0000000001;
reg             write_request;
reg   [127:0]   cache1          = 128'b1;
reg   [127:0]   cache2          = 128'b1;
reg             cache_swt       = 1'b0;
reg    [15:0]   counter         = 16'h0;
reg             ctr_reset       = 1'b0;
wire   [24:0]   current_pixel;
wire   [63:0]   pixel_offset;
wire   [63:0]   current_bank;
wire   [63:0]   future_bank;
wire  [127:0]   offset_mask;
wire            fetch_next;
wire            cspace_fin;     
wire            red;
wire    [1:0]   green;
wire            blue;
assign current_pixel    = 640 * i_current_y + i_current_x;
assign pixel_offset     = current_pixel % CACHE_LENGTH;
assign current_bank     = current_pixel / CACHE_LENGTH;
assign future_bank      = (current_bank < 30720) ? current_bank + 1 : 0;
assign fetch_next       = (pixel_offset == 0);
assign oreq             = write_request;
assign oaddress         = future_bank;
assign odata            = (cache_swt) ? cache1 : cache2;
assign cspace_fin       = (counter >= 2 * CACHE_LENGTH);
assign red              = i_red[0] | i_red[1] | i_red[2] | i_red[3];
assign green            = {i_green[0] | i_green[1], i_green[2] |  i_green[3]};
assign blue             = i_blue[0] | i_blue[1] | i_blue[2] | i_blue[3];
always @(negedge iclk_50 or posedge ctr_reset)
begin
    if(ctr_reset)
        counter <= #1 16'h0;
    else
        counter <= #1 (counter + 1'b1);
end
always @(negedge iclk_50)
begin
    if(ireset)
        state <= #1 10'b0000000001;
    else
        state <= #1 next_state;
end
always @(state or fetch_next or iack or cspace_fin)
begin
    case(state)
        10'b0000000001:
            if(fetch_next)
                next_state  <= 10'b0000000010;
            else                
                next_state  <= 10'b0000000001;
        10'b0000000010:
            next_state      <= 10'b0000000100;
        10'b0000000100:
            if(iack)
                next_state  <= 10'b0000001000;
            else
                next_state  <= 10'b0000000010;
        10'b0000001000:
            if(cspace_fin)
                next_state  <= 10'b0000100000;
            else
                next_state  <= 10'b0000010000;
        10'b0000010000:
            next_state      <= 10'b0000001000;
        10'b0000100000:
            if(fetch_next)
                next_state  <= 10'b0001000000;
            else                
                next_state  <= 10'b0000100000;
        10'b0001000000:
            next_state      <= 10'b0010000000;
        10'b0010000000:
            if(iack)
                next_state  <= 10'b0100000000;
            else
                next_state  <= 10'b0001000000;
        10'b0100000000:
            if(cspace_fin)
                next_state  <= 10'b0000000001;
            else
                next_state  <= 10'b1000000000;
        10'b1000000000:
            next_state      <= 10'b0100000000;
        default:
            next_state      <= 10'b0000000001;
    endcase
end
always @(state)
begin
    case(state)
        10'b0000000001:
        begin
            write_request   <= #1 1'b0;
            cache_swt       <= #1 1'b0;
            ctr_reset       <= #1 1'b1;
        end        
        10'b0000000010:
        begin
            write_request   <= #1 1'b1;  
            cache1          <= #1 ((cache1 << PIXEL_SIZE) | {124'b0, red, green, blue});
            cache_swt       <= #1 1'b0;
            ctr_reset       <= #1 1'b0;
        end
        10'b0000000100:
        begin
            write_request   <= #1 1'b1;            
            cache_swt       <= #1 1'b0;
            ctr_reset       <= #1 1'b0;
        end
        10'b0000001000:
        begin
            write_request   <= #1 1'b0;            
            cache1          <= #1 ((cache1 << PIXEL_SIZE) | {124'b0, red, green, blue});
            cache_swt       <= #1 1'b0;
            ctr_reset       <= #1 1'b0;
        end
        10'b0000010000:
        begin
            write_request   <= #1 1'b0;
            cache_swt       <= #1 1'b0;
            ctr_reset       <= #1 1'b0;
        end
        10'b0000100000:
        begin
            write_request   <= #1 1'b0;
            cache_swt       <= #1 1'b1;
            ctr_reset       <= #1 1'b1;
        end        
        10'b0001000000:
        begin
            write_request   <= #1 1'b1;            
            cache2          <= #1 ((cache2 << PIXEL_SIZE) | {124'b0, red, green, blue});
            cache_swt       <= #1 1'b1;
            ctr_reset       <= #1 1'b0;
        end
        10'b0010000000:
        begin
            write_request   <= #1 1'b1;
            cache_swt       <= #1 1'b1;
            ctr_reset       <= #1 1'b0;
        end
        10'b0100000000:
        begin
            write_request   <= #1 1'b0;            
            cache2          <= #1 ((cache2 << PIXEL_SIZE) | {124'b0, red, green, blue});
            cache_swt       <= #1 1'b1;
            ctr_reset       <= #1 1'b0;
        end 
        10'b1000000000:
        begin
            write_request   <= #1 1'b0;            
            cache_swt       <= #1 1'b1;
            ctr_reset       <= #1 1'b0;
        end 
    endcase
end
endmodule
```

## run.sh

```bash
#!/bin/bash
# OpenROAD 26Q1-2900-gdf79404cd8, Yosys 0.63+post, stock flow scripts
make -C /OpenROAD-flow-scripts/flow DESIGN_CONFIG=/design/flow/config.mk WORK_HOME=/design/flow/orfs finish
```

==> impl_metrics.py <==
# Generated from Yosys and OpenROAD reports
metrics = {
    "clocking": {
        "insertion_delay_ns": 0.34,
        "cts_tree": "done",
        "cts_setup_buffers": 0,
        "clock-root-buffer": "clkbuf_16",
        "clk_pin_slew_worst_paths_ns": 0.05,
        "numCtsBuffers": 3,
        "ctsHoldBuffers": 0,
        "clockBufferDepth": 2,
        "cts_resized": 0,
        "htree_levels": 1,
    },
    "sta": {
        "final.period_utilization_pct": 93.87,
        "slew_viol_final": 0,
        "hold_viol": 0,
        "setup-tns-final_ns": 0,
        "untimed_endpoints": 388,
        "fin_skew_ns": 0.05503,
        "worstMarginPinSlew_ns": 0.8123,
        "maxSlewHeadroom_pct": 45.85,
        "setup_viol": 0,
        "max_clock_freq_ghz": 0.1639,
        "unclocked_pins": 259,
        "post-route-min-period_ns": 6.102,
        "rsz0062_at_grt": "false",
    },
    "grt": {
        "grt_pass1_vias": 5145,
        "grt.total_usage_pct": 11.41,
        "grt_pass1_wl_um": 25040,
        "met3_usage_pct": 1.588,
        "grt.met1_usage_pct": 17.66,
        "grt_antenna_before_repair": 0,
        "use_met2_pct": 18.39,
        "grt_overflow_total": 0,
        "grt_busiest_layer": "met2",
        "grt_max_degree": 96,
    },
    "synthesis": {
        "ff_type": "dlxtn_1",
        "synth_stat.cells": 706,
        "synth_cells": 706,
        "syn_area_per_cell_um2": 11.26,
        "synth-edff-count": 0,
        "synth_cell_type_count": 67,
        "ys_sh_aoi_pct": 4.973,
        "synthTopLogicFamily": "multiplexers",
        "ys_warn_count": 1,
        "synth_chip_area_um2": 7950,
        "fa_ha_area_share_pct": 3.966,
        "synth_xor_xnor_area_share_pct": 5.194,
        "simple_gate_share_pct": 8.499,
        "synthArstFlopShare_pct": 5.614,
        "synth_area_um2": 7950,
        "ys_ff": 285,
        "synth.area.mux_share_pct": 18.27,
    },
    "die": {
        "die-area_um2": 27160,
        "io_pins": 187,
        "fp_util_pct": 30.51,
        "die_h_um": 164.8,
        "rows": 59,
        "core_area_um2": 26060,
        "die_width_um": 164.8,
    },
    "flow_run": {
        "maxCapViolCount": 0,
        "tool_warnings": 38,
    },
    "pwr": {
        "power_switching_w": 0.0002139,
        "swShare_pct": 28.47,
        "p_per_area_nw_per_um2": 73.56,
        "clkPwrFrac_pct": 24.1,
        "ir_drop_mv": 0.1129,
        "p_int_w": 0.0005374,
        "p_seq_share_pct": 34.9,
        "p_leak_nw": 4.417,
        "power_frac_comb_pct": 41.0,
        "power.total_w": 0.0007513,
    },
    "setup_path": {
        "max_stage_delay_ns": 0.52,
        "r2r_end": "state[0]",
        "start_kind": "input port",
        "cp_max_fo": 5,
        "worstSetupPathType": "input port to primary output",
        "r2r_slack_ns": 4.36,
        "crit_chain": "clkdlybuf4s50_1 -> ha_1 -> ha_1 -> inv_1 -> fa_1 -> xor2_1 -> or3b_4 -> nor2_4 -> and4_4 -> xor2_2 -> o2111ai_2 -> xnor2_1 -> clkdlybuf4s50_1",
        "critPathSlowestCell": "clkdlybuf4s50_1",
        "r2r-start": "state[6]",
        "critPathCaptureType": "primary output",
        "r2r_cells": 6,
        "cp.arrival_ns": 4.80,
        "required_ns": 5.20,
    },
    "cells_and_area": {
        "finalInstanceArea_um2": 10210,
        "syn2layout_area_growth_pct": 28.45,
        "nFillCells": 2497,
        "post-route-util_pct": 39.19,
        "layout-drive-gt1-share_pct": 18.34,
    },
    "routing": {
        "vias": 5307,
        "via_per_inst": 4.375,
        "drt_pass1_iterations": 4,
        "antenna_left": 0,
        "routed_wl_um": 15400,
        "diodes": 0,
        "drt_first_iter_violations": 271,
        "wire_per_inst_um": 12.69,
        "detail_route.drc_violations": 0,
    },
    "worst_hold_path": {
        "whs_path_depth": 1,
        "min_to": "counter[0]",
        "min_from": "counter[0]",
        "hold_path_class": "flip-flop to flip-flop",
    },
    "placed_design": {
        "place.port_buffers": 178,
        "place.gp.congestion": 0.7862,
        "dpl_cell_area_um2": 10090,
        "hpwlAfterDp_um": 11670,
    },
    "status": {
        "status": "finished, final reports clean",
    },
}
-- registers in the layout (all words and copies together), names as in the netlist --
register / flops
ctr_reset: 1
cache_swt: 1
cache2: 128
write_request: 1
state: 10
counter: 16
cache1: 128
-- critical path: cells and delay by family --
| family | cells | cell delay, ns |
|---|---|---|
| AND-OR/OR-AND | 1 | 0.16 |
| XOR/XNOR | 3 | 0.57 |
| AND/OR/NAND/NOR | 3 | 0.85 |
| adder cells (fa/ha/maj) | 3 | 0.86 |
| buffers and inverters | 3 | 1.05 |
-- final cells by class --
type | instances | area [um^2] | area share [%]
sequential | 285 | 4493 | 44.00
multi-input combinational | 381 | 3298 | 32.30
timing repair buffer | 182 | 1812 | 17.74
tap | 335 | 419.2 | 4.104
clock buffer | 3 | 75.07 | 0.7351
inverter | 16 | 60.06 | 0.5881
clock inverter | 11 | 55.05 | 0.5391
-- Yosys cell counts (7+ instances only) --
master    number  share of area [%]
xor2_1        12                1.3
mux2_2       129                 18
nand3_1       11               0.69
buf_4          7               0.66
clkbuf_1      16               0.76
dfxtp_1       10                2.5
ha_1          22                3.5
nor2_1        29                1.4
dfrtn_1       16                5.0
inv_1         17               0.80
dlxtn_1      259                 49
a21oi_1        9               0.57
and3_1         8               0.63
nor3_1        11               0.69
o21ai_0       14               0.88
nand2_1       22                1.0
xnor2_1       27                3.0
-- layer usage --
metal  part of all wire [%]  up-vias  routed length, um
met5                      0        -                  0
met4                      0        0                  0
met3                    5.4        0                824
met2                     46      109               7105
met1                     48     2445               7465
li1                       -     2753                  -
-- power groups by stage --
stage         logic [W]  clock network (W)  registers, W
CTS            0.000313           0.000184      0.000263
finish         0.000308           0.000181      0.000262
global route   0.000342           0.000202      0.000271
-- metrics by stage --
step	hold slack (ns)	instances	worst slack [ns]
6_report	0.4177	1213	0.3985
5_1_grt	0.4506	1213	0.2133
4_1_cts	0.4236	1213	0.3788
3_5_place_dp	0.4224	1200	0.3747
3_3_place_gp	0.4096	1200	0.3956
2_1_floorplan	0.3730	712	1.235
-- cell usage in the layout (no fill, tap or decap), types with 14 or more instances in the layout --
master / count
dlxtn_1: 258
ha_1: 22
clkdlybuf4s50_1: 178
inv_1: 26
dfrtn_1: 16
mux2_2: 129
xnor2_1: 27
nand2_1: 21
o21ai_0: 14
nor2_1: 29
-- cells by family (layout without fill, tap and decap cells) --
group | count (synthesis) | after routing
XOR/XNOR | 42 | 42
multiplexers | 129 | 129
AND/OR/NAND/NOR | 123 | 123
other | 1 | 7
adder cells (fa/ha/maj) | 24 | 24
latches | 259 | 259
AND-OR/OR-AND | 56 | 56
flip-flops | 26 | 26
buffers and inverters | 46 | 212
-- worst max-delay path by stage --
stage	from	end	cells past startpoint
after CTS	i_current_y[1]	oaddress[12]	13
after global routing	i_current_y[1]	oaddress[12]	13
final	i_current_y[1]	oaddress[12]	13
Power figures rest on the tool's default switching activity, not on a simulated workload.

==> flow/design.v <==
module gen_controller(
    input wire          i_clk_25,
    input wire          i_rst,
    output wire  [3:0]  o_red,
    output wire  [3:0]  o_green,
    output wire  [3:0]  o_blue,
    output wire [9:0]   o_current_x,
    output wire [9:0]   o_current_y,
    output wire         o_active_d
);
localparam  H_FRONT = 16;
localparam  H_SYNC  = 96;
localparam  H_BACK  = 48;
localparam  H_ACT   = 640; 
localparam  H_BLANK = H_FRONT + H_SYNC + H_BACK;
localparam  H_TOTAL = H_FRONT + H_SYNC + H_BACK + H_ACT;
localparam  V_FRONT = 11;
localparam  V_SYNC  = 2;
localparam  V_BACK  = 31;
localparam  V_ACT   = 480;
localparam  V_BLANK = V_FRONT + V_SYNC + V_BACK;
localparam  V_TOTAL = V_FRONT + V_SYNC + V_BACK + V_ACT;
reg [10:0] h_count;
reg [10:0] v_count;
reg        oVGA_HS;
assign o_current_x  = (h_count >= H_BLANK) ? (h_count - H_BLANK) : 10'b0;
assign o_current_y  = (v_count >= V_BLANK) ? (v_count - V_BLANK) : 10'b0;
assign o_active_d   = (h_count >= H_BLANK && h_count < H_TOTAL) && (v_count >= V_BLANK && v_count < V_TOTAL);
always @ (posedge i_clk_25 or posedge i_rst)
begin
    if (i_rst)
    begin
        h_count <= 0;
        oVGA_HS <= 1'b1;
    end
    else
    begin
        if (h_count < H_TOTAL)
            h_count <= h_count + 1'b1;
        else
            h_count <= 0;
        if (h_count == H_FRONT - 1)
            oVGA_HS <= 1'b0;
        if (h_count == H_FRONT + H_SYNC - 1)
            oVGA_HS <= 1'b1;
    end
end
always @ (posedge oVGA_HS or posedge i_rst)
begin
    if (i_rst)
    begin
        v_count <= 0;
    end
    else
    begin
        if (v_count < V_TOTAL)
            v_count <= v_count + 1'b1;
        else
            v_count <= 0;
    end
end
gen_logic gen_logic(
    .i_x(o_current_x),
    .i_y(o_current_y),
    .o_red(o_red),
    .o_green(o_green),
    .o_blue(o_blue)
);
endmodule
module gen_logic(
    input wire [9:0]    i_x,
    input wire [9:0]    i_y,
    output wire  [3:0]  o_red,
    output wire  [3:0]  o_green,
    output wire  [3:0]  o_blue
);
parameter X_LENGTH	= 10'd 100;
parameter X_OFFSET	= 10'd 100;
parameter X_TOTAL	= X_OFFSET + X_LENGTH;
parameter Y_LENGTH	= 10'd 100;
parameter Y_OFFSET	= 10'd 100;
parameter Y_TOTAL	= Y_OFFSET + Y_LENGTH;
parameter RECT_R	= 4'b1111;
parameter RECT_G	= 4'b0000;
parameter RECT_B	= 4'b0000;
parameter BACK_R	= 4'b0000;
parameter BACK_G	= 4'b0000;
parameter BACK_B	= 4'b1111;
wire in_x;
wire in_y;
wire in_square;
assign in_x         = (i_x >= X_OFFSET && i_x  <= X_TOTAL);
assign in_y         = (i_y >= Y_OFFSET && i_y  <= Y_TOTAL);
assign in_square    = in_x && in_y;
assign o_red        = in_square  ? RECT_R : BACK_R;
assign o_green      = in_square  ? RECT_G : BACK_G;
assign o_blue       = in_square  ? RECT_B : BACK_B;
endmodule
==> flow/run.sh <==
#!/bin/bash
# OpenROAD 26Q1-2900-gdf79404cd8, Yosys 0.63+post, stock flow scripts
make -C /OpenROAD-flow-scripts/flow DESIGN_CONFIG=/design/flow/config.mk WORK_HOME=/design/flow/orfs finish
==> flow/config.mk <==
export PLATFORM = sky130hd
export DESIGN_NAME = gen_controller
export DESIGN_NICKNAME = gen_controller
export VERILOG_FILES = /design/flow/design.v
export SDC_FILE = /design/flow/constraint.sdc
export NUM_CORES = 4
export LEC_CHECK = 1
export CORE_AREA = 10 10 101 101
export DIE_AREA = 0 0 111 111
==> flow/constraint.sdc <==
current_design gen_controller

set clk_period 3.1
set clk_io_pct 0.2

create_clock -name clk0 -period $clk_period [get_ports {i_clk_25}]

set non_clock_inputs [all_inputs -no_clocks]
set_input_delay [expr $clk_period * $clk_io_pct] -clock clk0 $non_clock_inputs
set_output_delay [expr $clk_period * $clk_io_pct] -clock clk0 [all_outputs]
==> ci_impl_report.md <==
## Implementation flow summary

| Metric | Value |
|---|---|
| Crit path kind | `reg2out` |
| R2R Path Start | `h_count[0]$_DFF_PP0_` |
| Max clock buf depth | `2` |
| FP Core Util | `21.1%` |
| Dpl hpwl | `3270 um` |
| Yosys stat chip area | `1720 sq um` |
| # port buffers | `30` |
| FF/Latch Area | `577 sq um` |
| #FFs+latches synth | `23` |
| Detailed-route DRC error count | `0` |
| Global Route Usage Sum | `6.33%` |
| Placed inst area | `2080 sq um` |
| Clk Latency, worst-skew pair | `0.24 ns` |
| Gate Count Post-Synth | `208` |
| Status | `finished, final reports clean` |
| Endpoints left unconstrained | `20` |
| Worst Max-Slew Pin Slew | `0.710 ns` |
| Core Footprint | `8130 sq um` |
| Die width | `111 um` |
| Row count | `33` |
| ANT cells | `0` |
| Die Y | `111 um` |
| Max-slew violations | `0` |
| Tot Pwr | `354 uW` |
| Commonest flop | `dfrtp_1` |
| Async set-reset flop share out of synthesis | `100%` |
| RSZ-0062 raised after global routing | `false` |
| Cycle use final | `94.4%` |
| Worst Hold Class | `reg2reg` |
| WP data arrival | `2.31 ns` |
| Fraction of layout cells with a size suffix above 1 | `11.1%` |
| GPL Wtd Cong | `0.868` |
| Maxcap violations | `0` |
| Worst-path maximum fanout | `4` |
| CP Data Required Time | `2.48 ns` |
| Final setup viols | `0` |
| TritonCTS Buffers | `3` |
| Syn-to-layout area delta | `26.0%` |
| Fillcell total | `850` |
| Fmax | `342 MHz` |
| Register pins left without a clock | `11` |
| Vias/cell | `4.35` |
| CTS H-Tree Depth | `1` |
| Leak | `0.909 nW` |
| CTS Root Cell | `clkbuf_8` |
| Max_slew headroom | `52.5%` |
| 1st-pass router iterations | `4` |
| Final hold viol count | `0` |
| Vias in the first global route | `1359` |
| Hold_sp | `h_count[0]$_DFF_PP0_` |
| Count of tool warnings | `28` |
| Clk_skew | `0.00372 ns` |
| CTS tree | `built` |
| Gr ovfl total | `0` |
| Post-Syn Area | `1720 sq um` |
| Logic area | `985 sq um` |
| Setup crit end kind | `primary output` |
| Distinct lib cells used | `47` |
| Cell count listed in synth_stat.txt | `208` |
| Peak VDD IR | `0.115 mV` |
| Largest net degree at the start of global routing | `14` |
| Via count of the routed design | `1473` |
| Min Tclk post-route | `2.93 ns` |
| Antenna Nets Post-Route | `0` |
| WL/cell | `12.2 um` |
| Number of flops mapped to enable cells by yosys | `0` |
| Total Wirelength | `4130 um` |
| Clk slew on worst S/H paths | `0.05 ns` |
| Power per Cell Area | `164 nW/um^2` |
| Design Area, Final | `2160 sq um` |
| I/O pin total | `35` |
| Initial antenna violation count | `0` |
| First-pass GRT wire length | `6840 um` |
| Post-Synthesis Mean Instance Area | `8.25 sq um` |
| Sequential-to-total area share from yosys stat | `33.6%` |
| Die ar. | `12300 sq um` |
| DRT iter0 DRCs | `55` |
| CP Launch Type | `flip-flop` |
| Yosys Warn Count | `1` |
| Startpoint of the worst setup timing path | `h_count[5]$_DFF_PP0_` |
| Setup tns final | `0 ns` |
registers in the layout (all words and copies together), names as in the netlist:
register	flops
oVGA_HS	1
h_count	11
v_count	11
area by class of cell:
cell class | instances | area share [%]
clock buffer | 4 | 2.08
sequential | 23 | 26.7
inverter | 16 | 2.78
timing repair buffer | 38 | 16.9
tap | 105 | 6.07
multi-input combinational | 153 | 45.5
what timing repair did:
action	CTS	global route
resized	9	6
buffers inserted	1	0
hold buffers	0	0
endpoints found under the setup margin	8	9
pin swaps	3	1
cells in the mapped netlist (all sizes together) (4+ instances only):
cell    number  area share, %
a21oi        9            3.3
a31oi        4            1.5
buf         17            7.2
clkbuf       4           0.87
dfrtp       22             32
ha           7            5.1
inv         16            3.5
nand2        7            1.5
nand3        7            2.0
nor2        37            8.2
nor2b        6            2.3
nor3         7            2.7
nor4         4            1.5
o21ai        9            2.6
xnor2       12            6.1
xor2         4            2.0
logic make-up after synthesis:
family / after synthesis / synth area share [%]
other cells: 1 / 0.218
xor+xnor: 16 / 8.16
simple gates: 84 / 24.9
buf+inv: 37 / 11.6
compound gates: 39 / 15.7
mux: 1 / 0.656
fa+ha+maj: 7 / 5.10
flops: 23 / 33.6
worst max-delay path, stage by stage (launching register included):
cell and delay (ns):
dfrtp_1 0.35, inv_2 0.05, ha_1 0.20, and2b_1 0.22
nor2b_2 0.06, or4_4 0.48, a211oi_2 0.22, and4_1 0.26
dlygate4sd2_1 0.22
through the flow:
stage	util [%]	hold WS (ns)	setup WS (ns)	cells
global route	26.6	0.578	0.0260	339
detailed placement	25.6	0.538	0.0719	334
CTS	26.3	0.547	0.0000582	339
global placement	25.6	0.528	0.0922	334
floorplan	-	0.469	0.382	213
finish	26.6	0.543	0.173	339
cell usage in the layout, fill, tap and decap left out, drive strengths merged, types with 2 or more instances in the layout:
cell type,instances
nand4,3
nand2,7
clkdlybuf4s50,22
dfrtp,22
o211ai,2
nand3,7
or3,2
o21ai,9
clkbuf,4
or4,2
conb,6
a21oi,9
xnor2,12
dlygate4sd2,4
inv,16
ha,7
dlymetal6s2s,4
a31o,2
o31a,2
a31oi,4
nor4,4
nor2b,6
and2,3
nor3,7
nor2,37
a21o,3
xor2,4
buf,8
final timing paths:
check	slack, ns	cells past startpoint	endpoint
max	0.17	8	o_red[2]
min	0.54	2	h_count[0]$_DFF_PP0_
max reg2reg	1.60	6	h_count[8]$_DFF_PP0_
min reg2reg	0.54	2	h_count[0]$_DFF_PP0_
max in group asynchronous	1.79	3	oVGA_HS$_DFFE_PP1P_
min in group asynchronous	1.08	3	h_count[8]$_DFF_PP0_
report_power, final:
part / internal (mW) / switching (mW) / total (mW)
clock: 0.0904 / 0.0551 / 0.146
combinational: 0.0205 / 0.0232 / 0.0436
sequential: 0.161 / 0.00433 / 0.165
metal layers:
layer | routed length [um] | part of all wire (%) | GRT usage, %
met5 | 0 | 0 | 0
met4 | 21 | 0.51 | 0.434
met3 | 187 | 4.5 | 1.20
met2 | 1980 | 48 | 10.3
met1 | 1940 | 47 | 8.88
Power is estimated from default activity; no workload was simulated.

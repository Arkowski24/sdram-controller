--- /design/flow/run.sh ---
#!/bin/bash
# OpenROAD 26Q1-2900-gdf79404cd8, Yosys 0.63+post, stock flow scripts
make -C /OpenROAD-flow-scripts/flow DESIGN_CONFIG=/design/flow/config.mk WORK_HOME=/design/flow/orfs finish
--- /design/flow/config.mk ---
export PLATFORM = sky130hd
export DESIGN_NAME = vga_sdram_adapter
export DESIGN_NICKNAME = vga_sdram_adapter
export VERILOG_FILES = /design/flow/design.v
export SDC_FILE = /design/flow/constraint.sdc
export NUM_CORES = 4
export LEC_CHECK = 1
export CORE_UTILIZATION = 30
--- /design/flow/constraint.sdc ---
current_design vga_sdram_adapter

set clk_period 9.8
set clk_io_pct 0.2

create_clock -name clk0 -period $clk_period [get_ports {iclk_50}]

set non_clock_inputs [all_inputs -no_clocks]
set_input_delay [expr $clk_period * $clk_io_pct] -clock clk0 $non_clock_inputs
set_output_delay [expr $clk_period * $clk_io_pct] -clock clk0 [all_outputs]
--- /design/flow/design.v ---
module vga_sdram_adapter(
    input           iclk_50,
    input           ireset,
    output          oread_req,
    output  [21:0]  oread_address,
    input  [127:0]  iread_data,
    input           iread_ack,
    input    [9:0]  i_current_x,
    input    [9:0]  i_current_y,
    input           i_active_d,
    output   [3:0]  o_red,
    output   [3:0]  o_green,
    output   [3:0]  o_blue
);
parameter PIXEL_SIZE = 4;
parameter CACHE_LENGTH = 128 / PIXEL_SIZE;
reg     [11:0]   state          = 12'b000000000001;
reg     [11:0]   next_state     = 12'b000000000001;
reg   [127:0]   cache1          = 128'b1;
reg   [127:0]   cache2          = 128'b1;
reg             cache_swt       = 1'b0;
reg    [15:0]   counter         = 16'h0;
reg             ctr_reset       = 1'b0;
wire   [24:0]   current_pixel;
wire    [3:0]   pixel_offset;
wire   [21:0]   current_bank;
wire   [21:0]   future_bank;
wire            fetch_next;
reg             read_request;
wire            cspace_fin;
assign current_pixel    = 640 * i_current_y + i_current_x;
assign pixel_offset     = current_pixel % CACHE_LENGTH;
assign current_bank     = current_pixel / CACHE_LENGTH;
assign future_bank      = (current_bank < 30720) ? (current_bank + 1) : 0;
assign fetch_next       = (pixel_offset > 0);
assign oread_req        = read_request;
assign oread_address    = future_bank;
assign cspace_fin       = (counter >= 2 * CACHE_LENGTH);
assign o_red            = cache_swt ? {cache1[3], cache1[3], cache1[3], cache1[3]} : {cache2[3], cache2[3], cache2[3], cache2[3]};
assign o_green          = cache_swt ? {cache1[2], cache1[2], cache1[1], cache1[1]} : {cache2[2], cache2[2], cache2[1], cache2[1]};
assign o_blue           = cache_swt ? {cache1[0], cache1[0], cache1[0], cache1[0]} : {cache2[0], cache2[0], cache2[0], cache2[0]};
always @(negedge iclk_50 or posedge ctr_reset)
begin
    if(ctr_reset)
        counter <= #1 16'h0;
    else
        counter <= #1 (counter + 1'b1);
end
always @(negedge iclk_50)
begin
    if(ireset == 1'b1)
        state <= #1 12'b000000000001;
    else
        state <= #1 next_state;
end
always @(state or fetch_next or iread_ack)
begin
    case(state)
        12'b000000000001:
            if(fetch_next)
                next_state  <= 12'b000000000010;
            else                
                next_state  <= 12'b000000000001;
        12'b000000000010:
            next_state      <= 12'b000000000100;
        12'b000000000100:
            if(iread_ack)
                next_state  <= 12'b000000001000;
            else
                next_state  <= 12'b000000000010;
        12'b000000001000:
            next_state      <= 12'b000000010000;
        12'b000000010000:
            next_state      <= 12'b000000100000;
        12'b000000100000:
            if(cspace_fin)
                next_state  <= 12'b000001000000;
            else
                next_state  <= 12'b000000010000;
        12'b000001000000:
            if(fetch_next)
                next_state  <= 12'b000010000000;
            else                
                next_state  <= 12'b000001000000;
        12'b000010000000:
            next_state      <= 12'b000100000000;
        12'b000100000000:
            if(iread_ack)
                next_state  <= 12'b001000000000;
            else
                next_state  <= 12'b000010000000;
        12'b001000000000:
            next_state      <= 12'b010000000000;
        12'b010000000000:
            next_state      <= 12'b100000000000;
        12'b100000000000:
            if(cspace_fin)
                next_state  <= 12'b000000000001;
            else
                next_state  <= 12'b010000000000;
        default:
            next_state      <= 12'b000000000001;
    endcase
end
always @(state)
begin
    case(state)
        12'b000000000001:
        begin
            read_request    <= #1 1'b0;
            cache_swt       <= #1 1'b0;
            ctr_reset       <= #1 1'b1;
        end        
        12'b000000000010:
        begin
            read_request    <= #1 1'b1;
            cache_swt       <= #1 1'b0;
            cache2          <= #1 cache2 >> PIXEL_SIZE;
            ctr_reset       <= #1 1'b0;
        end
        12'b000000000100:
        begin
            read_request    <= #1 1'b1;
            cache_swt       <= #1 1'b0;
            ctr_reset       <= #1 1'b0;
        end
        12'b000000001000:
        begin
            read_request    <= #1 1'b0;
            cache_swt       <= #1 1'b0;            
            cache1          <= #1 iread_data;
            ctr_reset       <= #1 1'b0;
        end
        12'b000000010000:
        begin
            read_request    <= #1 1'b0;
            cache_swt       <= #1 1'b0;
            cache2          <= #1 cache2 >> PIXEL_SIZE;
            ctr_reset       <= #1 1'b0;
        end
        12'b000000100000:
        begin
            read_request    <= #1 1'b0;
            cache_swt       <= #1 1'b0;
            ctr_reset       <= #1 1'b0;
        end
        12'b000001000000:
        begin
            read_request    <= #1 1'b0;
            cache_swt       <= #1 1'b1;
            ctr_reset       <= #1 1'b1;
        end        
        12'b000010000000:
        begin
            read_request    <= #1 1'b1;
            cache_swt       <= #1 1'b1;
            cache1          <= #1 cache1 >> PIXEL_SIZE;
            ctr_reset       <= #1 1'b0;
        end
        12'b00010000000:
        begin
            read_request    <= #1 1'b1;
            cache_swt       <= #1 1'b1;            
            ctr_reset       <= #1 1'b0;
        end
        12'b00100000000:
        begin
            read_request    <= #1 1'b0;
            cache_swt       <= #1 1'b1;
            cache2          <= #1 iread_data;
            ctr_reset       <= #1 1'b0;
        end
        12'b01000000000:
        begin
            read_request    <= #1 1'b0;
            cache_swt       <= #1 1'b1;
            cache1          <= #1 cache1 >> PIXEL_SIZE;
            ctr_reset       <= #1 1'b0;
        end
        12'b10000000000:
        begin
            read_request    <= #1 1'b0;
            cache_swt       <= #1 1'b1;            
            ctr_reset       <= #1 1'b0;
        end
    endcase
end
endmodule
==> reports/results.env <==
HOLD_PATH_CLASS='register to register'
FINAL_MAX_SLEW_VIOL_COUNT=0
SETUP.REG_TO_REG.WORST_SLACK_NS=7.41
NUMBER_OF_UNCONSTRAINED_ENDPOINTS=272
CAP_VIOL_MAX_COUNT=0
FF_TYPE='dlxtn_1'
DRT-TOTAL-WL_MM=21.35
YOSYSWARNINGS=1
POWER.DENSITY_CELL_AREA_nW_PER_UM2=51.23
OVERFLOW=0
HP-START='counter[0]$_DFF_NP0_'
CLK-INSERTION-DELAY-LATE_NS=0.34
WHS_PATH_DEPTH=1
CTS_REPAIR_RESIZE_COUNT=0
SYN_INST=1111
SYNTH_ASYNC_SR_FLOP_SHARE=0.05575
VIAS_PER_CELL=4.324
NUMBER_OF_DISTINCT_LIBRARY_CELL_VARIANTS_IN_THE_GATE_LEVEL_NETLIST_AFTER_SYNTHESIS=70
CLOCK_PATH_BUFFERS=2
POSTCTSSETUPREPAIRBUFS=0
TIMING.FINAL.HOLD_VIOLATIONS=0
DIE_AREA_SQ_UM=34180
MAX-SLEW-MARGIN-REL=0.4719
UNCLOCKED_PINS=259
POST_LAYOUT_INSTANCE_AREA_SQ_UM=12160
FMAX_MHz=128.0
CRITPATHTOPFAMILY='simple AND/OR/NAND/NOR gates'
FIN_SKEW_NS=0.05152
PLACEMENT.IO_BUFFERS=177
TIMING.CRITICAL_PATH.REQUIRED_NS=5.18
WORSTSETUPSTARTPOINTTYPE='primary input'
ANTENNA_CELLS_INSERTED=0
CRITICAL_PATH.ENDPOINT_TYPE='register'
DIE_Y_UM=184.9
TIMING.CRITICAL_PATH.BUF_INV=2
CLOCKROOTBUFFER='clkbuf_16'
SYNTHESIS.AREA_SQ_UM=10030
FLOORPLAN.CORE_AREA_SQ_UM=32700
ROW_COUNT=66
SYNTH-AREA-YOSYS_SQ_UM=10030
PERIOD_USED_SHARE=0.8056
STATUS='finished, final reports clean'
TIGHTESTPINTRANSITION_NS=0.7922
GRT_MAX_DEGREE=81
YOSYS_REG_BITS=287
R2R_END='state[5]$_SDFF_NP0_'
DIE.SIZE.X_UM=184.9
IR_WORST_VDD_mV=0.04413
SETUP_VIOL=0
POST_SYNTH.CELL_AREA_AVG_SQ_UM=9.032
DRT-PASS1-ITER-COUNT=4
FIN_UTIL=0.3718
PLACE_AREA_SQ_UM=12040
GRT_FIRST_PASS_WIRELENGTH_MM=34.85
CP.ARRIVAL_NS=3.28
WORST_SETUP_HOLD_PATH_CLK_SLEW_NS=0.05
INITIAL_CORE_UTIL=0.3069
DRC=0
REG2REG_FROM='state[10]$_SDFF_NP0_'
GRT_ANTENNA_BEFORE_REPAIR=9
FIRST_ITER_VIOLATIONS=421
GRT_SETUP_UNREPAIRED='no'
OPENROAD.WARNINGS=41
CELL_COUNT_LISTED_IN_SYNTH_STAT_TXT=1111
I_O_PINS=187
ROUTEDWLPERCELL_UM=12.55
WORST_R2R_PATH_DEPTH=8
CRITICAL_PATH.CELL_CHAIN='clkdlybuf4s50_1 -> nor4_1 -> inv_1 -> o21ai_0 -> and2_1'
OVERALL_ROUTING_RESOURCE_USAGE=0.1281
TIMING.CRITICAL_PATH.FANOUT_MAX=3
FIN_SETUP_TNS_NS=0
ENABLE_FLOP_CELLS=0
CTS_TREE='done'
VIAS=7355
P_LEAK_nW=5.802
CRITPATHKIND='primary input to register'
MAX_STAGE_DELAY_CELL_WORST_PATH='nor4_1'
NUMCTSBUFFERS=3
GLOBALPLACE.CONGESTION=0.8073
ENDPOINT_OF_THE_WORST_HOLD_PATH='counter[0]$_DFF_NP0_'
DRIVE_ABOVE_1_SHARE=0.1287
FINAL_ANTENNA_NET_COUNT=0
HOLD_FIX_BUFFERS_AT_CTS=0
NUMBER_OF_GLOBAL_ROUTE_VIAS_BEFORE_REPAIR=6927
CTS_MAX_LEVEL=1
CRIT_PATH_MAX_INCR_DELAY_NS=0.51
AREA.GROWTH.SYNTH_TO_FINAL_PCT=21.17
FINALCRITICALPERIOD_NS=7.895
PLACE.DETAILED.HPWL_MM=15.05
-- power breakdown --
part	internal [W]	leakage (nW)	switching, W
sequential	0.000212	2.34	0.0000150
combinational	0.000147	3.35	0.000140
clock	0.0000611	0.106	0.0000470
total	0.000420	5.80	0.000203
-- cell usage in the layout (no fill, tap or decap), drive strengths merged, types with 4 or more instances in the layout --
master | synthesis | final
xor2 | 14 | 14
a21o | 4 | 4
dfrtn | 16 | 16
nand3b | 5 | 5
nand4 | 6 | 6
ha | 22 | 22
nor3 | 8 | 8
mux2 | 128 | 128
clkdlybuf4s50 | 0 | 177
buf | 45 | 12
inv | 14 | 26
nor2 | 27 | 27
and3 | 9 | 9
conb | 1 | 7
nand2b | 4 | 4
and2 | 11 | 11
dlxtn | 259 | 259
dfxtp | 12 | 12
a21oi | 13 | 13
xnor2 | 25 | 25
nand2 | 392 | 392
nor2b | 5 | 5
nand3 | 11 | 11
nor4 | 8 | 8
o21ai | 12 | 12
-- area by class of cell --
class                      instances  area [sq um]
multi-input combinational        754          5042
inverter                          13         48.80
clock buffer                       3         75.07
fill                            3274         20540
clock inverter                    13         48.80
timing repair buffer             189          1862
sequential                       287          4529
tap                              442         553.0
-- cells in the mapped netlist, types with 2 or more instances --
| cell | count | area (sq um) |
|---|---|---|
| clkbuf_1 | 17 | 63.81 |
| nor4_2 | 2 | 25.02 |
| nand2b_1 | 4 | 25.02 |
| mux2_4 | 80 | 1201 |
| xor2_1 | 14 | 122.6 |
| or4_1 | 3 | 22.52 |
| o31a_1 | 2 | 17.52 |
| dfxtp_1 | 12 | 240.2 |
| buf_4 | 19 | 142.6 |
| a21oi_1 | 13 | 65.06 |
| nor2b_1 | 5 | 31.28 |
| or3_1 | 2 | 12.51 |
| inv_1 | 14 | 52.55 |
| and3_1 | 9 | 56.30 |
| nor4_1 | 6 | 37.54 |
| dlxtn_1 | 259 | 3889 |
| ha_1 | 22 | 275.3 |
| dfrtn_1 | 16 | 400.4 |
| or2_2 | 2 | 12.51 |
| and2_1 | 11 | 68.82 |
| mux2i_1 | 2 | 20.02 |
| nor2_1 | 26 | 97.59 |
| nand3_1 | 11 | 55.05 |
| nor3_2 | 3 | 30.03 |
| xnor2_1 | 24 | 210.2 |
| fa_1 | 2 | 40.04 |
| buf_2 | 16 | 80.08 |
| nor4b_1 | 2 | 17.52 |
| nand4_1 | 6 | 37.54 |
| nand3b_1 | 5 | 37.54 |
| o21a_1 | 3 | 22.52 |
| nand2_1 | 391 | 1468 |
| buf_12 | 9 | 180.2 |
| o21ai_0 | 11 | 55.05 |
| mux2_1 | 3 | 33.78 |
| mux2_2 | 45 | 506.7 |
| a21o_1 | 4 | 30.03 |
| nor3_1 | 4 | 20.02 |
-- layer usage --
metal	vias up	track usage	wire length, um
li1	3876	-	-
met2	132	0.1913	8554
met4	16	0.002314	61
met5	-	0	98
met3	20	0.03527	1562
met1	3311	0.1980	11070
-- registers in the layout, indices dropped and copies added, names as in the netlist --
name and flops:
cache1 128, cache2 128, cache_swt 1, counter 16, ctr_reset 1, read_request 1
state 12
-- worst max-delay path by stage --
stage	cells after the start	endpoint	startpoint
after CTS	5	state[6]$_SDFF_NP0_	i_current_x[3]
after global routing	14	oread_address[13]	i_current_y[1]
final	5	state[6]$_SDFF_NP0_	i_current_x[3]
-- cells by family (layout without fill, tap and decap cells) --
kind of cell / count (synthesis) / after routing / synth area share
AOI/OAI and AO/OA: 49 / 49 / 0.03404
xor gates and xnor gates: 40 / 40 / 0.03703
adders and majority gates: 25 / 25 / 0.03254
buffers and inverters: 76 / 218 / 0.05287
DFF: 28 / 28 / 0.06384
latches: 259 / 259 / 0.3875
muxes: 130 / 130 / 0.1756
other: 1 / 7 / 0.0003737
and+or+nand+nor: 503 / 503 / 0.2162
-- stage by stage --
step | hold slack (ns) | power (W) | instances | setup slack [ns]
2_1_floorplan | 0.3758 | 0.0003911 | 1117 | 2.170
3_3_place_gp | 0.3999 | 0.0005248 | 1686 | 1.532
3_5_place_dp | 0.4063 | 0.0005265 | 1686 | 1.543
4_1_cts | 0.4078 | 0.0006297 | 1701 | 1.875
5_1_grt | 0.4528 | 0.0006753 | 1701 | 1.743
6_report | 0.4053 | 0.0006229 | 1701 | 1.905
Power is estimated from default activity; no workload was simulated.
